## flow/run.sh

```bash
#!/bin/bash
# OpenROAD 26Q1-2900-gdf79404cd8, Yosys 0.63+post, stock flow scripts
make -C /OpenROAD-flow-scripts/flow DESIGN_CONFIG=/design/flow/config.mk WORK_HOME=/design/flow/orfs finish
```

## flow/config.mk

```make
export PLATFORM = sky130hd
export DESIGN_NAME = alu
export DESIGN_NICKNAME = alu
export VERILOG_FILES = /design/flow/design.v
export SDC_FILE = /design/flow/constraint.sdc
export NUM_CORES = 4
export LEC_CHECK = 1
export CORE_UTILIZATION = 40
```

## flow/constraint.sdc

```tcl
current_design alu

set clk_period 29.5
set clk_io_pct 0.2

create_clock -name clk0 -period $clk_period

set non_clock_inputs [all_inputs -no_clocks]
set_input_delay [expr $clk_period * $clk_io_pct] -clock clk0 $non_clock_inputs
set_output_delay [expr $clk_period * $clk_io_pct] -clock clk0 [all_outputs]
```

## flow/design.v

```verilog
`timescale 1ns/1ps
module alu(
           rst_n,          
           src1,           
           src2,           
           ALU_control,    
		   bonus_control,  
           result,         
           zero,           
           cout,           
           overflow        
           );
input           rst_n;
input  [32-1:0] src1;
input  [32-1:0] src2;
input   [4-1:0] ALU_control;
input   [3-1:0] bonus_control; 
output [32-1:0] result;
output          zero;
output          cout;
output          overflow;
reg    [32-1:0] result;
reg             zero;
reg             cout;
reg             overflow;
parameter AND  = 4'b0000;
parameter OR   = 4'b0001;
parameter ADD  = 4'b0010;
parameter SUB  = 4'b0110;
parameter NOR  = 4'b1100;
parameter NAND = 4'b1101;
parameter SET  = 4'b0111;
wire    [32-1:0] coArr;
wire    [32-1:0] aresult;
wire    [2-1:0]  oper;
wire    less, equal;
assign oper = {ALU_control[1], ALU_control[0]};
assign top_cin = ( (ALU_control == SUB)||(ALU_control == SET)) ? 1'b1 : 1'b0;
assign equal = (src1^src2) ? 1'b0 : 1'b1;
alu_top A1(src1[0], src2[0], less, equal, ALU_control[3], ALU_control[2], top_cin, oper, bonus_control, aresult[0], coArr[0]);
alu_top A2(src1[1], src2[1], 1'b0, 1'b0, ALU_control[3], ALU_control[2], coArr[0], oper, 3'b111, aresult[1], coArr[1]);
alu_top A3(src1[2], src2[2], 1'b0, 1'b0, ALU_control[3], ALU_control[2], coArr[1], oper, 3'b111, aresult[2], coArr[2]);
alu_top A4(src1[3], src2[3], 1'b0, 1'b0, ALU_control[3], ALU_control[2], coArr[2], oper, 3'b111, aresult[3], coArr[3]);
alu_top A5(src1[4], src2[4], 1'b0, 1'b0, ALU_control[3], ALU_control[2], coArr[3], oper, 3'b111, aresult[4], coArr[4]);
alu_top A6(src1[5], src2[5], 1'b0, 1'b0, ALU_control[3], ALU_control[2], coArr[4], oper, 3'b111, aresult[5], coArr[5]);
alu_top A7(src1[6], src2[6], 1'b0, 1'b0, ALU_control[3], ALU_control[2], coArr[5], oper, 3'b111, aresult[6], coArr[6]);
alu_top A8(src1[7], src2[7], 1'b0, 1'b0, ALU_control[3], ALU_control[2], coArr[6], oper, 3'b111, aresult[7], coArr[7]);
alu_top A9(src1[8], src2[8], 1'b0, 1'b0, ALU_control[3], ALU_control[2], coArr[7], oper, 3'b111, aresult[8], coArr[8]);
alu_top A10(src1[9], src2[9], 1'b0, 1'b0, ALU_control[3], ALU_control[2], coArr[8], oper, 3'b111, aresult[9], coArr[9]);
alu_top A11(src1[10], src2[10], 1'b0, 1'b0, ALU_control[3], ALU_control[2], coArr[9], oper, 3'b111, aresult[10], coArr[10]);
alu_top A12(src1[11], src2[11], 1'b0, 1'b0, ALU_control[3], ALU_control[2], coArr[10], oper, 3'b111, aresult[11], coArr[11]);
alu_top A13(src1[12], src2[12], 1'b0, 1'b0, ALU_control[3], ALU_control[2], coArr[11], oper, 3'b111, aresult[12], coArr[12]);
alu_top A14(src1[13], src2[13], 1'b0, 1'b0, ALU_control[3], ALU_control[2], coArr[12], oper, 3'b111, aresult[13], coArr[13]);
alu_top A15(src1[14], src2[14], 1'b0, 1'b0, ALU_control[3], ALU_control[2], coArr[13], oper, 3'b111, aresult[14], coArr[14]);
alu_top A16(src1[15], src2[15], 1'b0, 1'b0, ALU_control[3], ALU_control[2], coArr[14], oper, 3'b111, aresult[15], coArr[15]);
alu_top A17(src1[16], src2[16], 1'b0, 1'b0, ALU_control[3], ALU_control[2], coArr[15], oper, 3'b111, aresult[16], coArr[16]);
alu_top A18(src1[17], src2[17], 1'b0, 1'b0, ALU_control[3], ALU_control[2], coArr[16], oper, 3'b111, aresult[17], coArr[17]);
alu_top A19(src1[18], src2[18], 1'b0, 1'b0, ALU_control[3], ALU_control[2], coArr[17], oper, 3'b111, aresult[18], coArr[18]);
alu_top A20(src1[19], src2[19], 1'b0, 1'b0, ALU_control[3], ALU_control[2], coArr[18], oper, 3'b111, aresult[19], coArr[19]);
alu_top A21(src1[20], src2[20], 1'b0, 1'b0, ALU_control[3], ALU_control[2], coArr[19], oper, 3'b111, aresult[20], coArr[20]);
alu_top A22(src1[21], src2[21], 1'b0, 1'b0, ALU_control[3], ALU_control[2], coArr[20], oper, 3'b111, aresult[21], coArr[21]);
alu_top A23(src1[22], src2[22], 1'b0, 1'b0, ALU_control[3], ALU_control[2], coArr[21], oper, 3'b111, aresult[22], coArr[22]);
alu_top A24(src1[23], src2[23], 1'b0, 1'b0, ALU_control[3], ALU_control[2], coArr[22], oper, 3'b111, aresult[23], coArr[23]);
alu_top A25(src1[24], src2[24], 1'b0, 1'b0, ALU_control[3], ALU_control[2], coArr[23], oper, 3'b111, aresult[24], coArr[24]);
alu_top A26(src1[25], src2[25], 1'b0, 1'b0, ALU_control[3], ALU_control[2], coArr[24], oper, 3'b111, aresult[25], coArr[25]);
alu_top A27(src1[26], src2[26], 1'b0, 1'b0, ALU_control[3], ALU_control[2], coArr[25], oper, 3'b111, aresult[26], coArr[26]);
alu_top A28(src1[27], src2[27], 1'b0, 1'b0, ALU_control[3], ALU_control[2], coArr[26], oper, 3'b111, aresult[27], coArr[27]);
alu_top A29(src1[28], src2[28], 1'b0, 1'b0, ALU_control[3], ALU_control[2], coArr[27], oper, 3'b111, aresult[28], coArr[28]);
alu_top A30(src1[29], src2[29], 1'b0, 1'b0, ALU_control[3], ALU_control[2], coArr[28], oper, 3'b111, aresult[29], coArr[29]);
alu_top A31(src1[30], src2[30], 1'b0, 1'b0, ALU_control[3], ALU_control[2], coArr[29], oper, 3'b111, aresult[30], coArr[30]);
alu_bottom A32(src1[31], src2[31], 1'b0, 1'b0, ALU_control[3], ALU_control[2], coArr[30], oper, 3'b111, aresult[31], coArr[31], less);
always@(*)begin
    if(rst_n)begin
        result <= aresult;
        zero <= !result;
        cout <= ( (ALU_control == ADD) || (ALU_control == SUB) ) ? coArr[31] : 1'b0;
        overflow <= coArr[30]^coArr[31];
    end
    else begin
        zero <= 1'b0;
        overflow <= 1'b0;
        cout <= 1'b0;
        result <= 1'b0;
    end
end
endmodule
`timescale 1ns/1ps
module alu_bottom(
               src1,        
               src2,        
               less,        
               equal,       
               A_invert,    
               B_invert,    
               cin,         
               operation,   
               comp,        
               result,      
               set,          
               less_out
               );
input         src1;
input         src2;
input         less;
input         equal;
input         A_invert;
input         B_invert;
input         cin;
input [2-1:0] operation;
input [3-1:0] comp;
output reg    result;
output wire   set, less_out;
parameter AND  = 2'b00;
parameter OR   = 2'b01;
parameter ADD  = 2'b10;
parameter SET  = 2'b11;
wire a, b;
wire sum, sout;
assign a = A_invert^src1;
assign b = B_invert^src2;
assign {sout, sum} = a+b+cin;
assign less_out = sum;
assign set = ((operation==ADD)||(operation==SET)) ? sout : 1'b0;
always@( * )
begin 
    case(operation)
        AND: result <= a&b;
        OR: result <= a|b;
        ADD: result <= sum;
        SET: result <= 1'b0;
        default: result <= 1'b0;
    endcase
end
endmodule
`timescale 1ns/1ps
module alu_top(
               src1,        
               src2,        
               less,        
               equal,       
               A_invert,    
               B_invert,    
               cin,         
               operation,   
               comp,        
               result,      
               cout        
               );
input         src1;
input         src2;
input         less;
input         equal;
input         A_invert;
input         B_invert;
input         cin;
input [2-1:0] operation;
input [3-1:0] comp;
output reg    result;
output wire   cout;
parameter AND  = 2'b00;
parameter OR   = 2'b01;
parameter ADD  = 2'b10;
parameter SET  = 2'b11;
wire a, b;
wire sum, sout, comp_out;
assign a = A_invert^src1;
assign b = B_invert^src2;
compare COM(less, equal, comp, comp_out);
assign {sout, sum} = a+b+cin;
assign cout = ((operation==ADD)||(operation==SET)) ? sout : 1'b0;
always@( * )
begin 
    case(operation)
        AND: result <= a&b;
        OR: result <= a|b;
        ADD: result <= sum;
        SET: result <= comp_out;
        default: result <= 1'b0;
    endcase
end
endmodule
module compare(
    input less,
    input equal,
    input [3-1:0]comp,
    output reg out
    );
parameter LT = 3'b000;
parameter GT = 3'b001;
parameter LE = 3'b010;
parameter GE = 3'b011;
parameter EQ = 3'b110;
parameter NE = 3'b100;
parameter INVALID = 3'b111;
always@(*)begin
    case(comp)
        LT: out <= less & ~equal;
        GT: out <= ~less & ~equal;
        LE: out <= less | equal;
        GE: out <= ~less | equal;
        EQ: out <= equal & ~less;
        NE: out <= ~equal;
        INVALID: out <= 1'b0;
        default: out <= 1'b0;
    endcase
end
endmodule
```

==> notes.md <==
run metrics: status complete, no violations, largest net degree at the start of global routing 41, synthesis-to-layout area growth 54.9%, # DRC 0, # rows 31, maximum clock rate approximately 34 MHz, vias post-DR 3141, Die H 89.8 um, Log Warnings 34, Worst path max stage delay 450 ps, YS warnings 5, post-route ant nets 0, Top cells by area xnor2_1 (22%), fa_1 (21%), nand2b_1 (5.9%), nor2_1 (5.5%), xnor2_2 (4.8%), GRT Residual Overflow 0, first-pass GRT wire length 16100 um, drt via density 5.23, CP most frequent cell fa_2, MaxCap Viol Count 0, # diodes 0, worst hold slack 12700 ps, Placed Instance Area 4450 um^2, Max transition margin between 40% and 50%, Worst Path Required approximately 24000 ps, Synth Cell Area about 3000 um^2, die area 8060 um^2, Finish-stage setup viols 0, Synth Seq Share 0%, IO Pins around 110, Final Wtd Congestion a little under 0.9, flip-flops 0, WS Path Type primary input to primary output, cycle use final 98.4%, placed wire-length estimate 7830 um, Floorplan Utilization 42.0%, share of layout cells above drive strength 1 26.3%, register area 0 um^2, Power Dens Cells 22.4 nW/um^2, CORE AREA 7330 um^2, crit start category primary input, Yosys Instances 376, Yosys top cell area share between 20% and 30%, post-layout util 65.1%, vias in the first global route 3122, Final Hold Viols 0, overall power 0.107 mW, YS chip area 3080 um^2, RSZ-0062 raised after global routing yes, Syn Area/Cell 8.20 um^2, WL final 10100 um, Synth area leader xnor2_1, Logic cell area 3190 um^2, fillcell total 596, initial DRC count 100, Slew Limit Fails 0, CP endpoint kind primary output, PortBufs about 110, Slew @ Worst Pin ~760 ps, initial antenna violation count 0, Layout Cells excl Fill 601, synthesized instance count 376, Post-Place Cells 587, # clk buffers 0, fin area 4770 um^2, Pre-antenna DRT Iters 4, worst vdd ir 0.0154 mV, Hold WC Path Type primary input to primary output, All-Layer GR Usage 26.1%, Synth cell types 49, DR WL/cell 16.8 um, Die X 89.8 um, Max FO, Critical Path 2, Critical Path AT roughly 23000 ps, slowest CP cell o41a_1, clock period minus worst slack 29040 ps, Lkg Pwr around 1.8 nW
[power breakdown]
part,total (mW),internal (mW),switching (mW)
clock network,0,0,0
registers,0,0,0
logic,0.107,0.0593,0.0477
total,0.107,0.0593,0.0477
[repair_timing]
item | in CTS | in global routing
setup endpoints to repair | 6 | 3
setup buffers | 12 | 3
gates resized | 42 | 31
pin swaps | 24 | 39
endpoints found under the hold margin | 0 | 0
hold buffers | 0 | 0
[path summary, 6_finish.rpt]
kind	cells after the start	slack, ps	to	start
setup / recovery	71	460	zero	src1[0]
hold / removal	6	12700	zero	ALU_control[1]
[cell type report]
cell class | instances | area share, %
inverters | 18 | 1.42
multi-input cells | 335 | 66.8
well taps | 99 | 2.60
repair buffers | 149 | 29.2
[stage by stage]
step	setup slack [ps]	setup TNS, ps
floorplan	5.76	0
global placement	-1730	-4930
detailed placement	-1710	-4810
CTS	12.0	0
global route	-143	-162
finish	460	0
[per-layer routing]
metal | GRT usage [%] | part of all wire (%)
met5 | 0 | 0
met4 | 3.55 | 1.6
met3 | 4.90 | 6.9
met2 | 41.3 | 46
met1 | 39.0 | 45
[layout by cell type (no fill, tap or decap), drive strengths merged, types with 3 or more instances in the layout]
| master | n |
|---|---|
| nor3 | 26 |
| o32ai | 8 |
| o21ai | 8 |
| maj3 | 6 |
| a21oi | 22 |
| nand2b | 29 |
| nand4 | 10 |
| xnor2 | 92 |
| and4 | 3 |
| o31a | 4 |
| xor2 | 6 |
| fa | 32 |
| nand2 | 5 |
| and2 | 4 |
| nor2 | 45 |
| clkdlybuf4s50 | 100 |
| a211oi | 4 |
| inv | 18 |
| nor4 | 3 |
| buf | 47 |
| o22a | 4 |
[cell usage after synthesis, drive strengths merged, types with 2 or more instances]
cell and instances:
nand3 2, nor2 45, clkbuf 9, maj3 6, inv 18, nor4b 2, nand2b 29, and4 3
o22a 4, fa 32, xnor2 92, and2 4, nor4 3, o31ai 2, nand2 5, xor2 6
o31a 4, buf 14, a211oi 4, o21ai 8, o22ai 2, nor3 26, o32ai 8, a21oi 22
nand4 10, a31oi 2
[worst max-delay path, delay by kind of cell]
| family | cells | cell delay (ps) |
|---|---|---|
| AND-OR/OR-AND | 2 | 710 |
| adder cells (fa/ha/maj) | 32 | 11010 |
| AND/OR/NAND/NOR | 33 | 5100 |
| buffers and inverters | 3 | 300 |
| XOR/XNOR | 1 | 170 |
[cell families after synthesis]
group           synth area share, %
simple gates                   23.5
xor+xnor                       32.5
compound gates                 13.8
buf+inv                        7.47
fa+ha+maj                      22.7
Power is estimated from default activity; no workload was simulated.
