==> flow/design.v <==
module counter1 (
    input      reset_n,
    input      clk_n,
    input       [6:0] A,
    input       [6:0] B,
    input      [13:0] C,
    output reg [14:0] count
);
reg [13:0] temp;
always @( posedge clk_n ) begin
    if( !reset_n ) begin
        count = 0;
    end
    else begin
        temp  = A * B;
        count = temp + C;
    end
end
endmodule
==> flow/run.sh <==
#!/bin/bash
# OpenROAD 26Q1-2900-gdf79404cd8, Yosys 0.63+post, stock flow scripts
make -C /OpenROAD-flow-scripts/flow DESIGN_CONFIG=/design/flow/config.mk WORK_HOME=/design/flow/orfs finish
==> flow/config.mk <==
export PLATFORM = sky130hd
export DESIGN_NAME = counter1
export DESIGN_NICKNAME = counter1
export VERILOG_FILES = /design/flow/design.v
export SDC_FILE = /design/flow/constraint.sdc
export NUM_CORES = 4
export LEC_CHECK = 1
export CORE_UTILIZATION = 30
==> flow/constraint.sdc <==
current_design counter1

set clk_period 8.8
set clk_io_pct 0.2

create_clock -name clk0 -period $clk_period [get_ports {clk_n}]

set non_clock_inputs [all_inputs -no_clocks]
set_input_delay [expr $clk_period * $clk_io_pct] -clock clk0 $non_clock_inputs
set_output_delay [expr $clk_period * $clk_io_pct] -clock clk0 [all_outputs]
==> reports/results.ini <==
[outcome]
status = complete, no violations

[final_timing]
period_used_pct = 66.02
fmax_mhz = 172.1
rsz0062_at_grt = false
setup_viol = 0
hold_viol_final = 0
finalSetupTns_ns = 0
period_minus_slack_ns = 5.810
worst_slew_pin_slew_ns = 0.5372
relSlewSlack_pct = 64.07
slew_viol_final = 0

[layout]
postLayoutCoreUtil_pct = 39.44
drive_above_1_share_pct = 3.323
syn2layout_area_growth_pct = 24.36
largest_reg_flops = 15

[global_routing]
gr-usage-all-layers_pct = 11.85
antenna_found_initial = 0
grt_max_degree = 17
grt_pass1_wl_um = 8024
grt.overflow.total = 0
grt_pass1_vias = 1846

[yosys]
avgSynthCellArea_um2 = 8.807
edf_count = 0
ys_cells = 284
yosysUniqueCellTypes = 33
synth_area_um2 = 2501
yosysTopAreaCell = fa_1
async_flop_share_pct = 0
yosys-top-cells-count = inv_1, fa_1, and2_1, ha_1, nand2_1
synth_chip_area_um2 = 2501
yosys_warnings = 1
most_common_cell = inv_1
synth_top_area_share_pct = 29.61
ff_type = dfxtp_1
synthCells = 284
area_leaders = fa_1, ha_1, dfxtp_1
synth_flop_count = 15
ys_seq_share_pct = 12.01

[die]
dieArea_um2 = 8707
initCoreUtil_pct = 31.71
rows = 32
core_area_um2 = 7888
io_pins = 45
floorplan.die.width_um = 93.31
die_h_um = 93.31

[drt]
dr.first_iter.drc_count = 45
wl_per_cell_um = 10.64
totalWireLength_um = 4607
vias = 1943
ant_nets = 0
drc = 0
routed_via_density = 4.487
first_pass_iters = 4
n_antenna_cell = 0

[cts]
cts_max_level = 1
root_buffer = clkbuf_8
cts_buffers = 3
cts_resized = 0
cts_sinks = 15
path_clk_slew_ns = 0.06
postCtsHoldBufs = 0
clockBufferDepth = 2
cts_tree = yes
cts_setup_buffers = 0

[worst_setup_path]
end_kind = register
cp-startpoint = B[4]
crit_slowest_cell = clkdlybuf4s50_1
crit_path_frequent_cell = fa_1
crit_path_end = count[13]
path_class = primary input to register
cpPeakStageDelay_ns = 0.64
crit_path_max_fanout = 7
crit_chain = clkdlybuf4s50_1 > and2_1 > fa_1 > fa_1 > fa_1 > inv_1 > fa_1 > inv_1 > ha_1 > a21o_1 > nand3_1 > a31oi_1 > a311oi_2 > mux2i_1
critPathLaunchType = primary input
crit_required_ns = 8.97
critPathArrivalTime_ns = 5.98

[place]
dp_hpwl_um = 4121
gp_congestion = 0.8661
place.port_buffers = 44

[pwr]
powerDensity_nw_per_um2 = 197.0
ir_worst_vdd_uv = 87.06
p_leak_nw = 1.552

[run]
max-cap-violations = 0
warnings = 25

[min_path]
hold_class = primary input to register

## power breakdown
group | switching [mW] | leakage (nW) | internal [mW]
Combinational | 0.233 | 1.40 | 0.226
Sequential | 0.00673 | 0.125 | 0.0935
Clock | 0.0213 | 0.0228 | 0.0319
## worst max-delay path, delay by kind of cell
family          cells  cell delay [ns]
compound gates      3             0.61
buf+inv             3             0.74
mux                 1             0.21
fa+ha+maj           5             2.37
simple gates        2             0.29
## kinds of logic after synthesis
kind of cell,share of synthesized area [%]
flops,12.01
fa+ha+maj,46.62
xor+xnor,0.3502
compound gates,9.755
mux,1.201
simple gates,18.66
buf+inv,11.41
## metal layers
layer	share of wire [%]	up-vias	global-route usage (%)
met3	4.4	4	1.489
met2	46	43	19.00
li1	-	973	-
met1	48	923	18.40
met5	0	-	0
met4	0.74	0	0.8974
## cells in the final DEF, fill, tap and decap left out
cell type        netlist  layout
o211ai_2               1       1
xnor2_1                1       1
o311ai_1               1       1
clkdlybuf4s50_1        0      44
a21oi_1                4       4
o21ai_2                1       1
a21oi_4                1       1
nand3_1                2       2
mux2i_1                3       3
a311oi_2               1       1
a211oi_1               3       3
o21ai_0                4       4
o21a_1                 4       4
ha_1                  34      34
nor3_2                 1       1
a21boi_0               1       1
nor3_1                 5       5
and2_1                34      34
and3_1                 3       3
a31oi_1                4       4
nand4_1                1       1
and2b_2                1       1
nor2_1                 7       7
nand2_1               27      27
a21o_1                 3       3
nor2b_4                1       1
a211o_1                2       2
clkbuf_1               1       1
nor4b_1                1       1
fa_1                  37      37
o31a_4                 1       1
inv_1                 75      75
dfxtp_1               15      15
clkbuf_8               0       3
nand2b_1               4       4
## worst min-delay path by stage
| stage | from | to | slack (ns) | cells after the start |
|---|---|---|---|---|
| 5_1_grt | C[0] | count[0] | 2.26 | 3 |
| 4_1_cts | C[0] | count[0] | 2.26 | 3 |
| 6_report | C[0] | count[0] | 2.25 | 3 |
## area by class of cell
class                           instances  area, um^2
Fill cell                             792        4777
Multi-Input combinational cell        193        1916
Timing Repair Buffer                   44       440.4
Sequential cell                        15       300.3
Inverter                               75       281.5
Tap cell                              102       127.6
Clock buffer                            4       45.04
## through the flow
stage / instance area (um^2) / total power, mW / setup WS (ns) / instances / hold slack (ns)
6_report: 3110 / 0.6126 / 2.990 / 433 / 2.254
5_1_grt: 3110 / 0.6945 / 2.758 / 433 / 2.263
4_1_cts: 3110 / 0.6283 / 2.999 / 433 / 2.257
2_1_floorplan: 2501 / 0.4346 / 3.487 / 284 / 1.912
3_5_place_dp: 3065 / 0.5696 / 2.752 / 429 / 2.417
3_3_place_gp: 3065 / 0.5691 / 2.772 / 429 / 2.416
Power and IR drop assume default switching activity.
