`flow/design.v`:
```
module example1 (
    input reset_n,
    input clk_i,
    input set_n,
    input      [7:0] load,
    output reg [7:0] count
);
always @( posedge clk_i ) begin
    if( !reset_n ) begin
        count <= 0;
    end
    else if ( !set_n ) begin
        count <= load;
    end
    else begin
        count <= count + 1;
    end
end
endmodule
```
`flow/run.sh`:
```
#!/bin/bash
# OpenROAD 26Q1-2900-gdf79404cd8, Yosys 0.63+post, stock flow scripts
make -C /OpenROAD-flow-scripts/flow DESIGN_CONFIG=/design/flow/config.mk WORK_HOME=/design/flow/orfs finish
```
`flow/constraint.sdc`:
```
current_design example1

set clk_period 2.3
set clk_io_pct 0.2

create_clock -name clk0 -period $clk_period [get_ports {clk_i}]

set non_clock_inputs [all_inputs -no_clocks]
set_input_delay [expr $clk_period * $clk_io_pct] -clock clk0 $non_clock_inputs
set_output_delay [expr $clk_period * $clk_io_pct] -clock clk0 [all_outputs]
```
`flow/config.mk`:
```
export PLATFORM = sky130hd
export DESIGN_NAME = example1
export DESIGN_NICKNAME = example1
export VERILOG_FILES = /design/flow/design.v
export SDC_FILE = /design/flow/constraint.sdc
export NUM_CORES = 4
export LEC_CHECK = 1
export CORE_AREA = 10 10 70 70
export DIE_AREA = 0 0 80 80
```
==> out/metrics.yaml <==
sta:
  setup_tns_ns: 0
  finalMaxSlewViolations: 0
  finalWorstSetupSlack_ns: 0.677
  setup_viol: 0
  max_freq_mhz: 616
  slew_headroom: 0.688
  fin_skew_ns: 0.00777
  rsz0062_at_grt: "false"
  worstMarginPinSlew_ns: 0.467
  timing.final.crit_period_ns: 1.62
  hold_ws_ns: 0.505
  finalCritPeriodShare: 0.706
  hold_viol: 0
clocking:
  cts.path.max_buffers: 2
  clock_latency_ns: 0.25
  cts_root_buffer: "clkbuf_4"
  htree_levels: 1
  hold_buffers: 0
  cts.repair.resized: 0
  cts_buffers: 3
  cts_tree: "done"
  cts.sinks: 8
  cts_setup_buffers: 0
  clkTransAtPathRegs_ns: 0.05
critical_path:
  cp.arrival_ns: 1.16
  startpoint_type: "flip-flop"
  worst_path_max_delay_cell: "clkdlybuf4s50_1"
  rr_startpoint: "count[0]"
  crit_required_ns: 1.84
  cp_num_buf_inv: 1
  worst_path_largest_cell_delay_ns: 0.51
  path_max_fanout: 5
  crit_type: "flip-flop to output port"
  crit_chain: "clkdlybuf4s50_1"
  timing.rr.end: "count[6]"
  r2r_slack_ns: 0.97
  r2r_cells: 4
  crit_family: "buffers and inverters"
  cp-end-kind: "output port"
synth:
  synth_warnings: 1
  synth_flops: 8
  synthAdderAreaFrac: 0.0338
  yosys.area_share.aoi: 0.213
  avgSynthCellArea_sq_um: 9.03
  synthTopLogicFamily: "AND-OR/OR-AND gates"
  ys_area_sq_um: 370
  syn_inst: 41
  xor_area_frac: 0.0709
  yosysCellCount: 41
  ys_seq_share: 0.432
  ys_sh_mux: 0.0541
  synth-simple-area-share: 0.172
  yosysUniqueCellTypes: 18
  synth_area_sq_um: 370
power:
  cellPowerDensity_nw_per_um2: 520
  p_leak_uw: 0.000218
  vdd_drop_max_mv: 0.324
floorplanning:
  row_count: 21
  fp_util: 0.108
  die_w_um: 80
  io_pins: 19
  coreArea_sq_um: 3420
  die_h_um: 80
  dieArea_sq_um: 6400
detailed_routing:
  drcViolationCount: 0
  avgRoutedWirePerCell_um: 9.64
  vias_per_cell: 3.36
  wl_mm: 1.03
  first_iter_violations: 19
  vias: 360
  n_antenna_cell: 0
  drt-pass1-iter-count: 2
  route.antenna.remaining_nets: 0
outcome:
  status: "finished clean"
final_layout:
  area_growth_pct: 68.9
  largest_register_ffs: 8
  layout-drive-gt1-share: 0.0656
  finalNonFillerCells: 107
  reg_top3: "count (8)"
  largest_register: "count"
place:
  portBuffers: 18
  dp.cells: 104
  place_worst_setup_slack_ns: 0.661
  gp_congestion: 0.799
flow_run:
  max_cap_violations: 0
  warnings: 25
global_routing:
  grt_max_degree: 15
  first_global_vias: 338
  antenna_found_initial: 0
  grt_pass1_wl_mm: 1.51
  grt_overflow: 0
  grt_use_total: 0.0309
hold_path:
  hp-start: "count[7]"
  hold_class: "flip-flop to flip-flop"
  min_to: "count[7]"
  hold_depth: 2
metrics by stage:
stage / instance area (sq um) / util / total power (uW)
6_report: 626 / 0.183 / 325
5_1_grt: 626 / 0.183 / 345
4_1_cts: 626 / 0.183 / 328
3_5_place_dp: 603 / 0.177 / 226
3_3_place_gp: 603 / 0.177 / 226
2_1_floorplan: 370 / - / 181
worst reg2reg max path: cells and delay by family, from the launching register on:
family,cells,cell delay (ns)
and+or+nand+nor,2,0.49
DFF,1,0.39
AOI/OAI and AO/OA,1,0.15
adders and majority gates,1,0.21
synth_stat cells:
library cell / instances / area share
a21oi_1: 2 / 0.027
a31oi_1: 3 / 0.051
and2_1: 1 / 0.017
buf_2: 1 / 0.014
dfxtp_1: 8 / 0.43
ha_1: 1 / 0.034
inv_1: 1 / 0.010
mux2i_1: 2 / 0.054
nand2_1: 3 / 0.030
nand3_1: 1 / 0.014
nand3_2: 1 / 0.027
nand4_1: 1 / 0.017
nor2b_1: 1 / 0.017
o211a_1: 1 / 0.027
o21ai_0: 8 / 0.11
or3_1: 3 / 0.051
xnor2_1: 1 / 0.024
xor2_1: 2 / 0.047
worst max path at each step:
stage	start	cells past startpoint	slack, ns	endpoint
5_1_grt	count[0]	1	0.59	count[0]
6_report	count[3]	1	0.68	count[3]
4_1_cts	count[3]	1	0.66	count[3]
placed cells by master (no fill, tap or decap), drive strengths merged:
| master | netlist | final |
|---|---|---|
| o211a | 1 | 1 |
| nor2b | 1 | 1 |
| o21ai | 8 | 8 |
| xnor2 | 1 | 1 |
| nand2 | 3 | 3 |
| mux2i | 2 | 2 |
| xor2 | 2 | 2 |
| clkdlybuf4s50 | 0 | 18 |
| a21oi | 2 | 2 |
| and2 | 1 | 1 |
| dfxtp | 8 | 8 |
| nand4 | 1 | 1 |
| inv | 1 | 1 |
| ha | 1 | 1 |
| clkbuf | 0 | 3 |
| a31oi | 3 | 3 |
| or3 | 3 | 3 |
| nand3 | 2 | 2 |
cell families after synthesis:
family	Yosys count
multiplexers	2
flip-flops	8
AND-OR/OR-AND	14
buffers and inverters	2
adder cells (fa/ha/maj)	1
AND/OR/NAND/NOR	11
XOR/XNOR	3
per-layer routing:
metal | wire length [um] | GRT usage
met1 | 546 | 0.0416
met2 | 310 | 0.0353
met3 | 174 | 0.0295
met4 | 0 | 0.00176
met5 | 0 | 0
report_power, final:
group	leakage [uW]	internal [uW]	switching, uW
combinational	0.000138	43.2	18.0
clock	0.0000138	59.4	43.1
sequential	0.0000666	150	12.0
total	0.000218	252	73.0
area by class of cell:
type | count | area [sq um]
fill | 390 | 2790
multi-input combinational | 31 | 201
inverter | 1 | 3.75
tap | 46 | 57.6
sequential | 8 | 160
timing repair buffer | 18 | 180
clock buffer | 3 | 22.5
Power figures rest on the tool's default switching activity, not on a simulated workload.
