[/design/flow/config.mk]
export PLATFORM = sky130hd
export DESIGN_NAME = counter2
export DESIGN_NICKNAME = counter2
export VERILOG_FILES = /design/flow/design.v
export SDC_FILE = /design/flow/constraint.sdc
export NUM_CORES = 4
export LEC_CHECK = 1
export CORE_UTILIZATION = 40
[/design/flow/constraint.sdc]
current_design counter2

set clk_period 6.9
set clk_io_pct 0.2

create_clock -name clk0 -period $clk_period [get_ports {clk_n}]

set non_clock_inputs [all_inputs -no_clocks]
set_input_delay [expr $clk_period * $clk_io_pct] -clock clk0 $non_clock_inputs
set_output_delay [expr $clk_period * $clk_io_pct] -clock clk0 [all_outputs]
[/design/flow/design.v]
module counter2 (
    input      reset_n,
    input      clk_n,
    input      [6:0] A,
    input      [6:0] B,
    input      [13:0] C,
    output reg [14:0] count
);
reg [13:0] temp_ab;
reg [13:0] temp_c;
always @( posedge clk_n ) begin
    if( !reset_n ) begin
        count   <= 0;
		temp_ab <= 0;
		temp_c  <= 0;
    end
    else begin
        temp_ab <= A * B;
        temp_c  <= C;
        count   <= temp_ab + temp_c;
    end
end
endmodule
[/design/flow/run.sh]
#!/bin/bash
# OpenROAD 26Q1-2900-gdf79404cd8, Yosys 0.63+post, stock flow scripts
make -C /OpenROAD-flow-scripts/flow DESIGN_CONFIG=/design/flow/config.mk WORK_HOME=/design/flow/orfs finish
==> flow_metrics.env <==
# implementation run metrics
export IMPL_fin_crit_ns=5.31
export IMPL_hp_class="register to register"
export IMPL_cts_max_path_buffers=2
export IMPL_drtIter0Drc=48
export IMPL_crit_start="A[0]"
export IMPL_relSlewSlack_pct=66.6
export IMPL_crit_top_cell="fa_1"
export IMPL_grt_max_degree=38
export IMPL_status="complete, no violations"
export IMPL_fmax_mhz=188
export IMPL_syn_to_final_growth_pct=20.4
export IMPL_antenna_found_initial=0
export IMPL_cpPeakStageDelay_ns=0.60
export IMPL_clk_pin_slew_ns=0.08
export IMPL_start_kind="input pin"
export IMPL_gp_congestion=0.852
export IMPL_place_area_mm2=0.00393
export IMPL_path_cells="clkdlybuf4s50_1 -> nand2_1 -> fa_1 -> fa_1 -> inv_1 -> fa_1 -> inv_1 -> fa_1 -> inv_1 -> ha_1 -> or2_2 -> and2_1 -> a21oi_1 -> mux2i_1"
export IMPL_synthFlopType="dfxtp_1"
export IMPL_top_cells_by_area="dfxtp_1, ha_1, fa_1"
export IMPL_yosysTopAreaCellShare_pct=25.5
export IMPL_layout_cells_non_filler=516
export IMPL_ys_cells=363
export IMPL_hp_start="temp_c[0]"
export IMPL_numSynthFlops=43
export IMPL_crit_slowest_cell="clkdlybuf4s50_1"
export IMPL_rsz0062_at_grt="false"
export IMPL_layout_drive_gt1_share_pct=4.87
export IMPL_row_count=33
export IMPL_synthArstFlopShare_pct=0
export IMPL_cts_sinks=43
export IMPL_grt_pass1_vias=2313
export IMPL_pwr_density_cell_mw_per_mm2=249
export IMPL_hold_viol=0
export IMPL_fp_dieH_um=93.9
export IMPL_yosysChipArea_mm2=0.00338
export IMPL_critPathKind="input pin to register"
export IMPL_wirelength_mm=5.96
export IMPL_detail_route_antenna_nets=0
export IMPL_ys_warn_count=1
export IMPL_synthCells=363
export IMPL_wl_per_cell_um=11.6
export IMPL_clk_latency_ns=0.29
export IMPL_drc=0
export IMPL_num_vias=2496
export IMPL_grt_overflow=0
export IMPL_worstPathArrival_ns=5.53
export IMPL_port_buffers=44
export IMPL_io_pin_count=45
export IMPL_dieArea_mm2=0.00882
export IMPL_cts_buffers=5
export IMPL_core_mm2=0.00818
export IMPL_dr_pass1_iters=6
export IMPL_ys_seq_share_pct=25.5
export IMPL_die_width_um=93.9
export IMPL_p_leak_nw=1.90
export IMPL_clockRootBuffer="clkbuf_8"
export IMPL_vias_per_cell=4.84
export IMPL_final_common_cell="and2_1"
export IMPL_finClkSkew_ns=0.00330
export IMPL_post_cts_setup_buffer_count=0
export IMPL_worst_path_max_fanout=7
export IMPL_grt_usage_pct=15.0
export IMPL_ctsHoldBuffers=0
export IMPL_place_inst=508
export IMPL_setup_viol=0
export IMPL_diodes=0
export IMPL_cp_end_kind="register"
export IMPL_cp_top_family="adder cells"
export IMPL_top_area_cell="dfxtp_1"
export IMPL_rr_startpoint="temp_ab[0]"
export IMPL_worst_pin_slew_ns=0.501
export IMPL_hpwl_mm=4.82
export IMPL_grt_pass1_wl_mm=10.4
export IMPL_tns_ns=0
export IMPL_edf_count=0
export IMPL_r2r_slack_ns=4.75
export IMPL_design_area_mm2=0.00407
export IMPL_cts_resized=0
export IMPL_drv_slew=0
export IMPL_fp_util_pct=41.3
export IMPL_syn_area_per_cell_um2=9.31
export IMPL_fin_crit_sh_pct=77.0
export IMPL_h_tree_depth=2
export IMPL_maxCapViolCount=0
export IMPL_warning_count=25
export IMPL_lay_top_cells="and2_1, ha_1, clkdlybuf4s50_1"
export IMPL_path_buffers=4
export IMPL_peakVddDrop_mv=0.110
export IMPL_crit_required_ns=7.12
export IMPL_cts_tree="yes"
export IMPL_yosys_cell_types_count=47
export IMPL_syn_area_mm2=0.00338
worst register-to-register path: cells and delay by family, from the launching register on:
family,cells,cell delay (ns)
compound gates,3,0.68
buf+inv,1,0.07
mux,1,0.22
simple gates,1,0.21
flops,1,0.32
fa+ha+maj,2,0.58
power by group:
part	internal [W]	leakage [nW]	total [W]	switching [W]
clock	0.000144	0.0644	0.000226	0.0000818
combinational	0.000236	1.48	0.000474	0.000239
sequential	0.000297	0.357	0.000311	0.0000141
total	0.000676	1.90	0.00101	0.000335
flip-flops by register name (all words and copies together) (netlist names):
name	flops
temp_ab	14
count	15
temp_c	14
layer usage:
metal  part of all wire [%]  vias to the layer above  global-route usage (%)  wire length [um]
li1                       -                     1319                       -                 -
met1                     51                     1107                    23.1              3060
met2                     45                       66                    24.6              2650
met3                    3.3                        4                    1.07               195
met4                   0.92                        0                    1.54                55
met5                      0                        -                       0                 0
cell type report:
| type | instances | area (um2) |
|---|---|---|
| Clock buffer | 5 | 68.8 |
| Clock inverter | 3 | 67.6 |
| Fill cell | 767 | 4110 |
| Inverter | 39 | 146 |
| Multi-Input combinational cell | 276 | 2340 |
| Sequential cell | 43 | 861 |
| Tap cell | 105 | 131 |
| Timing Repair Buffer | 45 | 448 |
logic make-up (layout without fill, tap and decap cells):
logic type,Yosys count,in the layout,share of synthesized area [%]
xor+xnor,8,8,2.07
fa+ha+maj,71,71,31.8
buf+inv,44,92,5.15
flops,43,43,25.5
mux,6,6,1.81
simple gates,127,127,20.5
compound gates,64,64,13.2
cells in the mapped netlist, drive strengths merged (2+ instances only):
library cell / number
and2: 55
ha: 46
dfxtp: 43
inv: 39
fa: 25
nand2: 22
nor2: 16
o21ai: 14
a21oi: 12
a211oi: 9
a21o: 7
nand3: 7
nor3: 6
and3: 5
mux2i: 5
nand2b: 5
xnor2: 5
o21a: 4
buf: 3
o21bai: 3
or2: 3
xor2: 3
a31o: 2
a31oi: 2
and4: 2
clkbuf: 2
nor2b: 2
nor3b: 2
o31a: 2
or3: 2
worst paths after layout:
kind                               endpoint  cells past startpoint
worst min-delay path               count[0]                      2
worst min register to register     count[0]                      2
worst max register to register    count[10]                      8
worst max-delay path            temp_ab[11]                     14
stage by stage:
| stage | hold WS, ns | total power [W] | worst slack, ns | utilization, % |
|---|---|---|---|---|
| global route | 0.609 | 0.00111 | 1.41 | 49.8 |
| global placement | 0.533 | 0.000787 | 1.30 | 48.1 |
| floorplan | 0.522 | 0.000658 | 1.98 | - |
| CTS | 0.559 | 0.00102 | 1.57 | 49.8 |
| detailed placement | 0.539 | 0.000788 | 1.25 | 48.1 |
| finish | 0.552 | 0.00101 | 1.59 | 49.8 |
Power and IR drop assume default switching activity.
