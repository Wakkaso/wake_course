==> ./design.v <==
`timescale 1ns / 1ps
module ALU_last(
		input				src1,        
		input				src2,        
		input 				A_invert,     
		input				B_invert,     
		input 				Cin,         
		input 	    [2-1:0] operation,   
		input 			set,
		output reg          result,      
		output wire          cout,         
		output wire 			overflow,
		output wire		less_out
    );
	parameter ALU_AND  = 2'b00;
	parameter ALU_OR   = 2'b01;
	parameter ALU_ADD  = 2'b10;
	parameter ALU_SLT  = 2'b11;
	wire s1, s2 ; 
	wire fa_sum ;
	wire fa_cout ;
	assign s1 = A_invert == 1'b1 ? ~src1 : src1;
	assign s2 = B_invert == 1'b1 ? ~src2 : src2; 
	full_adder fa1( .in_a(s1), .in_b(s2), .cin(Cin), .sum(less_out), .cout(cout) );
	always@(*)begin
	   case( operation )
        ALU_AND: result = s1 & s2;
        ALU_OR : result = s1 | s2;
        ALU_ADD: result = less_out;
        ALU_SLT: result = set; 
        default : result = 1'b0;
		endcase 
	end
	xor(overflow, Cin, cout);
endmodule
`timescale 1ns / 1ps
module full_adder(
    input in_a,
    input in_b,
    input cin,
    output sum,
    output cout
    );
	wire s, c1, c2;
	xor(s, in_a, in_b);
	and(c1, in_a, in_b);
	xor(sum, s, cin);
	and(c2, s, cin);
	or(cout, c2, c1);
endmodule
==> ./run.sh <==
#!/bin/bash
# OpenROAD 26Q1-2900-gdf79404cd8, Yosys 0.63+post, stock flow scripts
make -C /OpenROAD-flow-scripts/flow DESIGN_CONFIG=/design/flow/config.mk WORK_HOME=/design/flow/orfs finish
==> ./config.mk <==
export PLATFORM = sky130hd
export DESIGN_NAME = ALU_last
export DESIGN_NICKNAME = ALU_last
export VERILOG_FILES = /design/flow/design.v
export SDC_FILE = /design/flow/constraint.sdc
export NUM_CORES = 4
export LEC_CHECK = 1
export CORE_AREA = 10 10 70 70
export DIE_AREA = 0 0 80 80
==> ./constraint.sdc <==
current_design ALU_last

set clk_period 1.6
set clk_io_pct 0.2

create_clock -name clk0 -period $clk_period

set non_clock_inputs [all_inputs -no_clocks]
set_input_delay [expr $clk_period * $clk_io_pct] -clock clk0 $non_clock_inputs
set_output_delay [expr $clk_period * $clk_io_pct] -clock clk0 [all_outputs]
==> run notes <==
The flow completed. The run finished, with violations left. The checks that failed: negative setup slack. Sequential share of power landed at 0%. Worst hold path cell count landed at 8. Number of violations reported at the end of detailed-routing iteration 0 landed at 1. The critical path in this run is classified as in -> out. The first global-routing pass estimated 807 um of wire. Adding up every negative setup slack in the final design gives -1426 ps. First-pass detailed-route iteration total landed at 2. Measured along the x axis, the die boundary spans 80 um. Of the combinational cells, the family taking the most area is adder cells. Synthesis-to-finish area growth landed at 244.1%. Worst slew margin relative to its limit landed at 87.81%. Post-route minimum period landed at 2056 ps. Fraction of final layout cells sized beyond drive strength 1 landed at 63.64%. Count of vias placed by the detailed router landed at 145. Core area landed at 3416 um^2. Checking hold timing, the worst path is listed with class in -> out.

Area fraction in mux cells landed at 19.35%. Once detail routing completed, the nets flagged for antenna violations numbered 0. In the global route stage, overall resource usage came out at 1.577%. Power spent charging and discharging nets landed at 46.14 uW. Dividing the final minimum period by the clock period gives 128.5%. Area fraction in full adders, half adders and majority gates landed at 38.71%. 12 I/O pins were placed. Per the layout area report, the register area comes to 0 um^2. Synthesis instantiated 6 different standard cells from the library.

Worst supply voltage drop on vdd landed at 65.96 uV. Per the timing report, the biggest fanout along the worst path comes to 2. For reference, the final report shows the max-slew violation count at 0. Endpoint required time on the critical path landed at 1280 ps.

Entering global routing, the biggest net connects 3 pins. Per the hold report, the tightest min-delay path originates at src2. Total count of hold-check failures in the final report landed at 0. Synthesis produced 13 cells.

Row count landed at 21. Arrival time at the worst endpoint landed at 1740 ps. Floorplan utilization landed at 3.407%. STA classifies the critical path endpoint as an output port.

Number of antenna violations at the first check in global routing landed at 0. Global placement routability congestion landed at 0.7110. The script parses the final routing iteration and logs DRC violations as 0.

The script computed the net switching share of total power as 30.39%. Vias per cell landed at 1.835. Transition time at the pin with the least slew margin landed at 182.0 ps. Setup repair after global routing could not meet its margin everywhere. The stat command in Yosys gives a chip area of 116.4 um^2. The worst setup path is launched from an input pin. Leakage power summed over all cells landed at 0.1760 nW. Max-cap violations in this run came to 0.

The number of hold buffers added after CTS was 0. Detailed routing placed a total of 80 um of wire on met3. Area fraction in compound gates after synthesis landed at 0%.

After synthesis, the design contains 13 cells according to Yosys. The wire-length estimate of the detail-placed layout is 475.6 um. Number of buffers added on ports landed at 12.

The tool warning count for the run is 37. Setup slack on the critical path of the routed design comes to -455.9 ps. XOR/XNOR share of the synthesized area landed at 22.58%. Average cell area after synthesis landed at 8.951 um^2.

The wire length recorded after detailed routing is 532 um. Number of setup violations in the final report landed at 4. Of the total power, the clock network draws 0%.

The synthesis report lists the Yosys warning total as 1. Routed metal-1 wirelength landed at 248 um. Overall die area landed at 6400 um^2. The report lists the power per cell area as 379.3 nW/um^2.

The highest metal layer carrying signal wires in the routed design is met3. Dividing the detail-routed wire length by the instance count gives 6.734 um. Clock buffer count in the final layout landed at 0. Area fraction in and, or, nand and nor cells after synthesis landed at 0%. Total met2 wirelength after detailed routing landed at 204 um.

Highest clock frequency the design can meet landed at 0.4864 GHz. The via count of the first global-routing pass was 183. The routed design ends up with an antenna cell count of 0. Summing the sequential cell areas from Yosys gives 0% of the chip area. The total overflow left after global routing is 0.

The die is 80 um tall. Before any placement, the netlist area is recorded as 116.4 um^2. Post-placement setup slack landed at -1227 ps. Cell-internal power landed at 105.7 uW. Portion of total power attributed to combinational logic landed at 100.0%. The design has 0 sequential cells. STA shows the worst min-delay path finishing at less_out.
[cells in the mapped netlist]
library cell | count | area [um^2]
inv_1 | 6 | 22.52
ha_1 | 2 | 25.02
xnor2_1 | 2 | 17.52
fa_1 | 1 | 20.02
mux4_2 | 1 | 22.52
xor2_1 | 1 | 8.760
[per-layer routing]
metal / up-vias / global-route usage, %
li1: 76 / -
met1: 61 / 2.001
met2: 8 / 2.408
met5: - / 0
met3: 0 / 0.9091
met4: 0 / 0
[how the worst max path moves through the flow]
| stage | cells past startpoint | startpoint | to | slack (ps) |
|---|---|---|---|---|
| after global routing | 7 | B_invert | result | -510 |
| after CTS | 7 | src2 | result | -530 |
| final | 7 | B_invert | result | -460 |
[placed cells by master, fill, tap and decap left out, drive strengths merged]
cell type	count
inv	6
clkdlybuf4s50	5
mux4	1
ha	2
buf	14
xor2	1
fa	1
xnor2	2
clkdlybuf4s15	1
[critical path, stage by stage]
cell    delay (ps)
buf_8          100
xor2_4         160
inv_2           60
fa_1           470
inv_1           50
mux4_2         440
buf_2          130
[final cells by class]
cell class	count	area, um^2
fill	403	3015
timing repair buffer	20	180.2
tap	46	57.56
inverter	6	22.52
multi-input combinational	7	140.1
[power by group through the flow]
stage     clock, mW  combinational (mW)  sequential (mW)
6_report          0               0.152                0
5_1_grt           0               0.166                0
4_1_cts           0               0.153                0
[stage by stage]
step	hold WS [ps]	total power, mW	utilization [%]	instance area (um^2)	cells
detailed placement	1727	0.1104	9.267	316.6	73
global placement	1721	0.1094	9.267	316.6	73
floorplan	670.5	0.03102	-	123.9	13
global route	1386	0.1665	11.72	400.4	79
finish	1348	0.1518	11.72	400.4	79
CTS	1365	0.1528	11.43	390.4	80
[logic make-up (layout without fill, tap and decap cells)]
logic type | count (synthesis) | count (layout)
buf+inv | 6 | 26
fa+ha+maj | 3 | 3
xor+xnor | 3 | 3
mux | 1 | 1
[timing repair]
item                       CTS  global route
setup endpoints to repair    4             4
resized                     33             5
buffers inserted             7             0
pin swaps                    3             2
Power figures rest on the tool's default switching activity, not on a simulated workload.
